## design/flow/config.mk

```make
export PLATFORM = sky130hd
export DESIGN_NAME = SPI
export DESIGN_NICKNAME = SPI
export VERILOG_FILES = /design/flow/design.v
export SDC_FILE = /design/flow/constraint.sdc
export NUM_CORES = 4
export LEC_CHECK = 1
export CORE_UTILIZATION = 40
```

## design/flow/constraint.sdc

```tcl
current_design SPI

set clk_period 33.9
set clk_io_pct 0.2

create_clock -name clk0 -period $clk_period [get_ports {CLK}]

set non_clock_inputs [all_inputs -no_clocks]
set_input_delay [expr $clk_period * $clk_io_pct] -clock clk0 $non_clock_inputs
set_output_delay [expr $clk_period * $clk_io_pct] -clock clk0 [all_outputs]
```

## design/flow/design.v

```verilog
module SPI#(
    parameter MEM_DEPTH = 256,  
    parameter ADDR_SIZE = 8     
) (
    input MOSI ,SS_n, CLK , rst_n,
    output MISO 
);
    wire [7:0] tx_data ; 
    wire [9:0] rx_data ; 
    wire rx_valid, tx_valid;
    SPI_Slave Slave_handler (
        .SS_n(SS_n),
        .CLK(CLK),
        .rst_n(rst_n),
        .tx_valid(tx_valid),
        .tx_data(tx_data),
        .MOSI(MOSI),
        .MISO(MISO),
        .rx_valid(rx_valid),
        .rx_data(rx_data)
    );
    RAM #(
        .MEM_DEPTH(MEM_DEPTH),
        .ADDR_SIZE(ADDR_SIZE) 
    )RAM1 (
        .clk(CLK),
        .rst_n(rst_n),
        .din(rx_data),
        .rx_valid(rx_valid),
        .dout(tx_data),
        .tx_valid(tx_valid)
    );
endmodule
module RAM #(
    parameter MEM_DEPTH = 256,   
    parameter ADDR_SIZE = 8      
) (
    input [9:0] din,             
    input rx_valid, clk, rst_n,  
    output reg [7:0] dout,       
    output reg tx_valid          
);
    reg [7:0] memory [MEM_DEPTH-1:0];  
    reg [ADDR_SIZE-1:0] WR_address_bus;  
    reg [ADDR_SIZE-1:0] RD_address_bus;  
    reg flag_read;   
    reg flag_write;  
    always @(posedge clk) begin
        if (~rst_n) begin  
            dout <= 0;
            tx_valid <= 0;
            flag_write <= 0;
            flag_read <= 0;
            RD_address_bus <= 0;
            WR_address_bus <= 0;      
        end 
        else begin
            tx_valid <= 0;  
            case ({din[9], din[8]})  
                2'b00: begin
                    if (rx_valid && ~flag_write) begin
                        WR_address_bus <= din[7:0];  
                        flag_write <= 1;  
                    end
                end
                2'b01: begin
                    if (rx_valid && flag_write) begin
                        flag_write <= 0;
                        memory[WR_address_bus] <= din[7:0];  
                    end
                end    
                2'b10: begin
                    if (rx_valid && ~flag_read) begin
                        flag_read <= 1;
                        RD_address_bus <= din[7:0];  
                    end
                end
                2'b11: begin
                    if (rx_valid && flag_read) begin 
                        dout <= memory[RD_address_bus];  
                        flag_read <= 0;
                        tx_valid <= 1;  
                    end
                end
            endcase
        end
    end
endmodule
module SPI_Slave #(
    parameter IDLE      ='b000 ,
    parameter CHK_CMD   ='b001 ,
    parameter WRITE     ='b010 ,
    parameter READ_ADD  ='b011 ,
    parameter READ_DATA ='b100 
)(
    input SS_n,CLK,rst_n,
    input tx_valid,
    input [7:0] tx_data,
    input MOSI,
    output reg MISO,
    output reg rx_valid,
    output reg [9:0] rx_data
);
(* fsm_encoding = "gray" *)
reg [2:0] cs,ns;
reg is_address_received;
reg data_received;
reg [3:0] cycle_counter_SER_TO_PAR;
reg [3:0] cycle_counter_PAR_TO_SER;
reg [7:0]Parallel_data_out;
always @(posedge CLK) begin
    if(~rst_n)begin
        cs <= IDLE ;
    end
    else begin
        cs <= ns   ;
    end
end 
always @(*) begin
    case (cs)
        IDLE: begin
            if (SS_n) begin
                ns = IDLE ;
            end   
            else begin
                ns = CHK_CMD ;
            end
        end 
        CHK_CMD: begin
            if (SS_n) begin
                    ns = IDLE ;
            end
            else if (MOSI == 0) begin
                    ns = WRITE ; 
            end
            else if (~is_address_received) begin
                    ns = READ_ADD ;
            end
            else begin
                    ns = READ_DATA ;
            end
        end 
        WRITE: begin
            if (SS_n) begin
                ns = IDLE ;
            end else begin
                ns = WRITE ;
            end
        end
        READ_ADD: begin
            if (SS_n) begin
                ns = IDLE ;
            end else begin
                ns = READ_ADD ;
            end
        end 
        READ_DATA: begin
            if (SS_n) begin
                ns = IDLE ;
            end else begin
                ns = READ_DATA ;
            end
        end
        default: ns = IDLE ;
    endcase
end
always @(posedge CLK) begin
    if(~rst_n)begin
        MISO        <= 0 ;
        rx_valid    <= 0 ;
        rx_data     <= 0 ;
        is_address_received         <= 0 ;
        Parallel_data_out           <= 0 ;
        cycle_counter_PAR_TO_SER    <= 0 ;
        cycle_counter_SER_TO_PAR    <= 0 ;
    end
    else begin
        if (SS_n) begin
            communication_ended();
        end else if (cs == CHK_CMD) begin
            SER_TO_PAR();
        end else if (cs == WRITE) begin
            SER_TO_PAR();
        end else if (cs == READ_ADD) begin
            SER_TO_PAR();
        end else if (cs == READ_DATA) begin
            READ_DATA_TASK();
        end 
    end
end    
task SER_TO_PAR();
begin
    if (cycle_counter_SER_TO_PAR < 10) begin
        rx_data <= {rx_data [8:0] , MOSI} ; 
        cycle_counter_SER_TO_PAR <= cycle_counter_SER_TO_PAR + 1 ;
    end
    if (cycle_counter_SER_TO_PAR == 9) begin
        rx_valid <= 1;
        if (cs == READ_ADD)begin
            is_address_received <= 1;
        end 
        else begin
            is_address_received <= 0;
        end
    end
end 
endtask
task PAR_TO_SER();
begin
    if (cycle_counter_PAR_TO_SER < 8) begin
        MISO <= Parallel_data_out[7];
        Parallel_data_out <= Parallel_data_out<<1; 
        cycle_counter_PAR_TO_SER <= cycle_counter_PAR_TO_SER + 1 ;
    end
    if(cycle_counter_PAR_TO_SER == 7) begin
                data_received <= 0 ;
                is_address_received <= 0 ;
    end
end 
endtask
task READ_DATA_TASK();
begin
        if(data_received)begin
            PAR_TO_SER();
        end 
        else if (tx_valid) begin
            rx_valid <= 0;
            Parallel_data_out <= tx_data;
            data_received <= 1 ;
        end 
        else begin
            SER_TO_PAR();
        end
end  
endtask
task communication_ended();begin
    MISO                        <= 0 ; 
    cycle_counter_PAR_TO_SER    <= 0 ;  
    cycle_counter_SER_TO_PAR    <= 0 ;
    rx_valid                    <= 0 ;
    Parallel_data_out           <= 0 ;
end
endtask
endmodule
```

## design/flow/run.sh

```bash
#!/bin/bash
# OpenROAD 26Q1-2900-gdf79404cd8, Yosys 0.63+post, stock flow scripts
make -C /OpenROAD-flow-scripts/flow DESIGN_CONFIG=/design/flow/config.mk WORK_HOME=/design/flow/orfs finish
```

==> results_slide.txt <==
Run Summary

Final layout
  – Finished Cell Area: 92100 µm²
  – Area of combinational cells with multiple inputs: 18000 µm²
  – Share of cells above drive strength 1: 20.9%
  – Sequential standard cell area: 62800 µm²
  – Final Core Density: 45.0%
  – Area growth from synthesis to final layout: 11.8%
  – Number of inserted filler cells in the final layout: 16775

Global routing
  – Grt ovf: 0
  – Vias in the first global route: 45039
  – Total Routing Usage GR: 22.9%
  – Wire length of the first global-routing pass: 311 mm
  – Pin count of the biggest net entering global routing: 107
  – Initial antenna violation count: 6

Logic synthesis
  – Post-synth EDFFs: 2049
  – Synthesized area per cell: 20.2 µm²
  – Multiplexer fraction of the synthesized cell area: 15.0%
  – Synth Seq Share: 76.2%
  – Top cells by area, synth: edfxtp_1 75%, mux4_2 11%, mux2i_1 2.9%
  – Top cell types by occurrence after synthesis: 2049 x edfxtp_1, 411 x mux4_2, 313 x nor2_1, 235 x mux2i_1, 159 x nand2_1
  – Post-synth top flop: edfxtp_1
  – Post-synth top area cell: edfxtp_1
  – Number of instances in the synthesized netlist: 4075
  – Number of warnings printed during yosys synthesis: 3
  – Biggest combinational cell group after synthesis: multiplexers
  – Async set-reset flop share out of synthesis: 0%
  – Adder and majority cell fraction of the synthesized area: 0.0456%
  – Netlist area before placement: 82400 µm²
  – Chip Area, Yosys: 82400 µm²
  – Share of synthesized cell area in and-or and or-and compound cells: 3.13%
  – Ys cells: 4075
  – Flip-flop and latch count after synthesis: 2110
  – Fraction of synthesized cell area in xor and xnor cells: 0.0425%
  – Simple-gate share of the synthesized area: 3.56%
  – Share of Yosys cell area claimed by the top area cell type: 74.7%
  – Distinct lib cells: 63
  – Cell with the most instances after synthesis: edfxtp_1

Clock network
  – Number of buffers created by CTS: 202
  – Cts repair resizes: 0
  – Clock latency at the later pin of the worst-skew pair: 840 ps
  – Clock-pin slew on the worst setup and hold paths: 60 ps
  – Clock root buffer master: clkbuf_16
  – Number of post-CTS setup repair buffers: 0
  – Sinks on Clock Net: 2110
  – Clock Tree Buf Depth: 3
  – TritonCTS clock tree: built
  – Total of hold buffers inserted after clock tree synthesis: 0
  – CTS H-tree depth: 4

Worst setup path
  – Critical register-to-register path endpoint: RAM1.dout[4]$_SDFFE_PN0P_
  – Worst reg-to-reg path cell count: 11
  – Critical path data arrival time: 10440 ps
  – Worst reg2reg setup slack: 28400 ps
  – Critical Path Slowest Stage Cell: nand3_1
  – Sum of buffers and inverters on the critical path: 3
  – Required time of the worst setup path: 34330 ps
  – CP startpoint: rst_n
  – Critical path class: input pin to flip-flop
  – Startpoint of the worst-slack reg-to-reg timing path: RAM1.RD_address_bus[0]$_SDFFE_PN0P_
  – Cell-by-cell trace of the critical path: clkdlybuf4s50_1 -> buf_4 -> nand2_1 -> or3_1 -> nor3b_1 -> nand3_1 -> buf_4 -> nor2_1
  – Max FO, Critical Path: 32
  – Launching element type of the critical path: input pin
  – Kind of cell adding the most delay to the critical path: simple AND/OR/NAND/NOR gates
  – Max incr delay on CP: 780 ps
  – CP Capture Type: flip-flop
  – Cell occurring most often along the worst timing path: buf_4

STA
  – Period Utilization, post-route: 29.5%
  – Highest Clock Rate: 0.100 GHz
  – Setup-violating endpoint count in the final report: 0
  – Shortest clock period the worst path allows after layout: 10000 ps
  – Slew at the pin with the worst max-slew slack: 1070 ps
  – RSZ-0062 raised after global routing: no
  – Final-layout setup total negative slack: 0 ps
  – Relative slew slack: 28.4%
  – Worst clock skew: 50.6 ps
  – Final hold violations: 0
  – Final Max Slew Viols: 0
  – Worst hold margin: 403 ps

Floorplan
  – Floorplan core area: 205000 µm²
  – Die Span Y: 456 µm
  – Total die size: 208000 µm²
  – Number of primary I/O pins: 5
  – Die X-Extent: 456 µm
  – Floorplan-stage core utilization: 40.3%
  – Number of rows in the core area: 166

Hold path
  – Cell depth of the worst min-delay path: 2
  – Hold Crit Class: flip-flop to flip-flop
  – Start point of the worst min-delay path: Slave_handler.cs[0]$_DFF_P_
  – Endpoint of the worst hold path: Slave_handler.cs[3]$_DFF_P_

Route
  – Starting DRC count in detailed routing: 2907
  – Average wire length per cell after detail routing: 30.5 µm
  – Wirelength, routed: 215 mm
  – Number of detailed-route iterations in the first pass: 6
  – Vias per std cell: 5.76
  – Remaining antenna violation count after routing: 0
  – Number of design rule violations left after detail routing: 0
  – Via Count: 40569

Pwr
  – Power density normalized to cell area: 55.3 nW/µm²
  – Worst vdd ir: 0.0529 mV
  – P_leak: 27.0 nW
  – Overall power of the completed layout: 5.10 mW

Placement
  – Placed inst area: 85400 µm²
  – Gpl congestion: 0.930
  – Number of port buffers: 4
  – Dpl hpwl: 133 mm

Run status
  – Outcome: finished, final reports clean

Flow run
  – Total of max-cap violations: 0
  – Number of logged tool warnings: 42
-- how the worst max path moves through the flow --
| stage | endpoint | slack [ps] | cells past startpoint |
|---|---|---|---|
| 5_1_grt | RAM1.memory[76][3]$_DFFE_PP_ | 23760 | 8 |
| 4_1_cts | RAM1.memory[76][4]$_DFFE_PP_ | 24060 | 8 |
| 6_report | RAM1.memory[45][6]$_DFFE_PP_ | 23900 | 8 |
-- report_power, final --
part / leakage (nW) / internal, mW / switching (mW)
combinational: 4.54 / 0.00205 / 0.00746
sequential: 19.2 / 2.82 / 0.000976
clock: 3.26 / 1.29 / 0.979
-- worst min-delay path: cells and delay by family, from the launching register on --
family | cells | cell delay [ps]
flip-flops | 1 | 290
buffers and inverters | 1 | 40
AND/OR/NAND/NOR | 1 | 30
-- per-stage QoR --
stage,setup WS [ps],std cells
3_3_place_gp,23290,6663
4_1_cts,24060,7039
5_1_grt,23760,7040
2_1_floorplan,25050,4075
6_report,23900,7042
3_5_place_dp,23190,6663
-- registers in the layout (all words and copies together), names as in the netlist, 4 cells and up --
register	flops
RAM1.dout	8
Slave_handler.Parallel_data_out	8
RAM1.RD_address_bus	8
Slave_handler.cycle_counter_SER_TO_PAR	4
RAM1.WR_address_bus	8
Slave_handler.rx_data	10
RAM1.memory	2048
Slave_handler.cycle_counter_PAR_TO_SER	4
Slave_handler.cs	5
-- cell families after synthesis --
| kind of cell | Yosys count |
|---|---|
| DFF | 2110 |
| muxes | 687 |
| and+or+nand+nor | 659 |
| AOI/OAI and AO/OA | 359 |
| buffers and inverters | 253 |
| xor gates and xnor gates | 4 |
| adders and majority gates | 3 |
-- layer usage --
layer  routed length [µm]  share of wire, %  GRT usage [%]
met4                 7750               3.6           6.20
met2                99600                46           33.0
met5                  419              0.19           1.38
met3                36900                17           17.7
met1                70400                33           27.5
-- final cells by class --
class                   count  share of cell area [%]
diodes                      3                 0.00815
inverters                  11                  0.0502
clock inverters           144                    1.66
clock buffers             232                    5.63
flip-flops and latches   2110                    68.2
well taps                2688                    3.65
repair buffers            142                    1.30
multi-input cells        1712                    19.5
-- layout by cell type, fill, tap and decap left out, types with 40 or more instances in the layout --
cell type / instances
mux2i_1: 235
nand2_1: 158
nand3_1: 40
dfxtp_1: 49
edfxtp_1: 2049
o22ai_1: 74
clkbuf_16: 203
clkinv_1: 43
mux4_2: 411
nor2_1: 312
o221ai_1: 45
buf_4: 128
clkinv_2: 41
a21oi_1: 44
Power figures rest on the tool's default switching activity, not on a simulated workload.
